## design/flow/design.v

```verilog
module Switch(  
  input         io_inAddr_0,  
  input         io_inAddr_1,  
  input  [47:0] io_inData_0,  
  input  [47:0] io_inData_1,  
  input         io_inValid_0,  
  input         io_inValid_1,  
  output        io_outAck_0,  
  output        io_outAck_1,  
  output [47:0] io_outData_0,  
  output [47:0] io_outData_1,  
  output        io_outValid_0,  
  output        io_outValid_1  
);
  wire  _T_108;  
  wire  valid_0_0;  
  wire  _T_111;  
  wire  valid_0_1;  
  wire  select_0;  
  wire [1:0] _T_117;  
  wire  valid_1_0;  
  wire  valid_1_1;  
  wire  select_1;  
  wire [1:0] _T_130;  
  wire  _T_188;  
  wire  output_0_0;  
  wire  _T_191;  
  wire  output_0_1;  
  wire [1:0] _T_193;  
  wire  output_1_0;  
  wire  output_1_1;  
  wire [1:0] _T_202;  
  assign _T_108 = io_inAddr_0 == 1'h0;  
  assign valid_0_0 = io_inValid_0 & _T_108;  
  assign _T_111 = io_inAddr_1 == 1'h0;  
  assign valid_0_1 = io_inValid_1 & _T_111;  
  assign select_0 = valid_0_0 ? 1'h0 : 1'h1;  
  assign _T_117 = {valid_0_1,valid_0_0};  
  assign valid_1_0 = io_inValid_0 & io_inAddr_0;  
  assign valid_1_1 = io_inValid_1 & io_inAddr_1;  
  assign select_1 = valid_1_0 ? 1'h0 : 1'h1;  
  assign _T_130 = {valid_1_1,valid_1_0};  
  assign _T_188 = select_0 == 1'h0;  
  assign output_0_0 = io_outValid_0 & _T_188;  
  assign _T_191 = select_1 == 1'h0;  
  assign output_0_1 = io_outValid_1 & _T_191;  
  assign _T_193 = {output_0_1,output_0_0};  
  assign output_1_0 = io_outValid_0 & select_0;  
  assign output_1_1 = io_outValid_1 & select_1;  
  assign _T_202 = {output_1_1,output_1_0};  
  assign io_outAck_0 = _T_193 != 2'h0;  
  assign io_outAck_1 = _T_202 != 2'h0;  
  assign io_outData_0 = select_0 ? io_inData_1 : io_inData_0;  
  assign io_outData_1 = select_1 ? io_inData_1 : io_inData_0;  
  assign io_outValid_0 = _T_117 != 2'h0;  
  assign io_outValid_1 = _T_130 != 2'h0;  
endmodule
module SwitchWrapper(  
  input         clock,  
  input         reset,  
  input         io_inAddr_0,  
  input         io_inAddr_1,  
  input  [47:0] io_inData_0,  
  input  [47:0] io_inData_1,  
  input         io_inValid_0,  
  input         io_inValid_1,  
  output        io_outAck_0,  
  output        io_outAck_1,  
  output [47:0] io_outData_0,  
  output [47:0] io_outData_1,  
  output        io_outValid_0,  
  output        io_outValid_1  
);
  wire  switch_io_inAddr_0;  
  wire  switch_io_inAddr_1;  
  wire [47:0] switch_io_inData_0;  
  wire [47:0] switch_io_inData_1;  
  wire  switch_io_inValid_0;  
  wire  switch_io_inValid_1;  
  wire  switch_io_outAck_0;  
  wire  switch_io_outAck_1;  
  wire [47:0] switch_io_outData_0;  
  wire [47:0] switch_io_outData_1;  
  wire  switch_io_outValid_0;  
  wire  switch_io_outValid_1;  
  reg  _T_54_0;  
  reg [31:0] _RAND_0;
  reg  _T_54_1;  
  reg [31:0] _RAND_1;
  reg [47:0] _T_73_0;  
  reg [63:0] _RAND_2;
  reg [47:0] _T_73_1;  
  reg [63:0] _RAND_3;
  reg  _T_92_0;  
  reg [31:0] _RAND_4;
  reg  _T_92_1;  
  reg [31:0] _RAND_5;
  reg  _T_111_0;  
  reg [31:0] _RAND_6;
  reg  _T_111_1;  
  reg [31:0] _RAND_7;
  reg [47:0] _T_130_0;  
  reg [63:0] _RAND_8;
  reg [47:0] _T_130_1;  
  reg [63:0] _RAND_9;
  reg  _T_149_0;  
  reg [31:0] _RAND_10;
  reg  _T_149_1;  
  reg [31:0] _RAND_11;
  Switch switch (  
    .io_inAddr_0(switch_io_inAddr_0),
    .io_inAddr_1(switch_io_inAddr_1),
    .io_inData_0(switch_io_inData_0),
    .io_inData_1(switch_io_inData_1),
    .io_inValid_0(switch_io_inValid_0),
    .io_inValid_1(switch_io_inValid_1),
    .io_outAck_0(switch_io_outAck_0),
    .io_outAck_1(switch_io_outAck_1),
    .io_outData_0(switch_io_outData_0),
    .io_outData_1(switch_io_outData_1),
    .io_outValid_0(switch_io_outValid_0),
    .io_outValid_1(switch_io_outValid_1)
  );
  assign io_outAck_0 = _T_111_0;  
  assign io_outAck_1 = _T_111_1;  
  assign io_outData_0 = _T_130_0;  
  assign io_outData_1 = _T_130_1;  
  assign io_outValid_0 = _T_149_0;  
  assign io_outValid_1 = _T_149_1;  
  assign switch_io_inAddr_0 = _T_54_0;  
  assign switch_io_inAddr_1 = _T_54_1;  
  assign switch_io_inData_0 = _T_73_0;  
  assign switch_io_inData_1 = _T_73_1;  
  assign switch_io_inValid_0 = _T_92_0;  
  assign switch_io_inValid_1 = _T_92_1;  
  always @(posedge clock) begin
    _T_54_0 <= io_inAddr_0;
    _T_54_1 <= io_inAddr_1;
    _T_73_0 <= io_inData_0;
    _T_73_1 <= io_inData_1;
    _T_92_0 <= io_inValid_0;
    _T_92_1 <= io_inValid_1;
    _T_111_0 <= switch_io_outAck_0;
    _T_111_1 <= switch_io_outAck_1;
    _T_130_0 <= switch_io_outData_0;
    _T_130_1 <= switch_io_outData_1;
    _T_149_0 <= switch_io_outValid_0;
    _T_149_1 <= switch_io_outValid_1;
  end
endmodule
```

## design/flow/run.sh

```bash
#!/bin/bash
# OpenROAD 26Q1-2900-gdf79404cd8, Yosys 0.63+post, stock flow scripts
make -C /OpenROAD-flow-scripts/flow DESIGN_CONFIG=/design/flow/config.mk WORK_HOME=/design/flow/orfs finish
```

## design/flow/config.mk

```make
export PLATFORM = sky130hd
export DESIGN_NAME = SwitchWrapper
export DESIGN_NICKNAME = SwitchWrapper
export VERILOG_FILES = /design/flow/design.v
export SDC_FILE = /design/flow/constraint.sdc
export NUM_CORES = 4
export LEC_CHECK = 1
export CORE_UTILIZATION = 50
```

## design/flow/constraint.sdc

```tcl
current_design SwitchWrapper

set clk_period 4.3
set clk_io_pct 0.2

create_clock -name clk0 -period $clk_period [get_ports {clock}]

set non_clock_inputs [all_inputs -no_clocks]
set_input_delay [expr $clk_period * $clk_io_pct] -clock clk0 $non_clock_inputs
set_output_delay [expr $clk_period * $clk_io_pct] -clock clk0 [all_outputs]
```

==> impl_table.tex <==
% Synthesis and place-and-route results
\begin{tabular}{lr}
\hline
Metric & Value \\
\hline
\multicolumn{2}{l}{\textbf{Die}} \\
\quad Core outline area & 10300 µm² \\
\quad Die Footprint & 10900 µm² \\
\quad Io pins & 202 \\
\quad Number of core rows & 37 \\
\quad Starting utilization of the core area & 51.3\% \\
\quad Die extent in x & 105 µm \\
\quad Die Ht & 105 µm \\
\multicolumn{2}{l}{\textbf{Global route}} \\
\quad Vias in the first global route & 3100 \\
\quad Initial antenna violation count & 0 \\
\quad Pin count of the biggest net entering global routing & 28 \\
\quad Overall routing resource usage & 19.3\% \\
\quad First-pass GRT wire length & 15400 µm \\
\quad Overflow left after global routing & 0 \\
\multicolumn{2}{l}{\textbf{Logic synthesis}} \\
\quad Synth area leader & dfxtp\_1 \\
\quad Netlist cell types & 13 \\
\quad Largest combinational cell category by area & multiplexers \\
\quad Flop and latch count out of synthesis & 200 \\
\quad AO/OA Area Share & 0.190\% \\
\quad Xor+xnor area frac & 0.166\% \\
\quad Yosys synthesis warning count & 1 \\
\quad Synthesized cell area & 5270 µm² \\
\quad Simple-gate share of the synthesized area & 0.333\% \\
\quad Ranking of synthesized cells by area & dfxtp\_1 76\%, mux2\_2 17\%, mux2\_4 5.1\%, buf\_6 0.64\%, buf\_2 0.57\% \\
\quad Proportion of netlist area held by the largest area contributor & 76.0\% \\
\quad Synthesized instance count & 315 \\
\quad Average instance area after synthesis & 16.7 µm² \\
\quad Count of instantiated cells in the yosys netlist & 315 \\
\quad Sequential-to-total area share from yosys stat & 76.0\% \\
\quad Yosys adder share & 0\% \\
\quad Area reported by Yosys stat & 5270 µm² \\
\quad Mux cell area share after synthesis & 21.8\% \\
\multicolumn{2}{l}{\textbf{Critical path}} \\
\quad Worst path top cell family by delay & buffers and inverters \\
\quad Critical path data required time & 3440 ps \\
\quad Kind of start point of the critical path & flop \\
\quad Number of buffers and inverters on the critical path & 1 \\
\quad Critical path's largest stage delay & 490 ps \\
\quad Launch point of the worst path & \_T\_130\_0[40] \\
\quad CP Max Fanout & 1 \\
\quad Classification of the worst setup path & flop to primary output \\
\quad Data arrival time of the critical path & 1350 ps \\
\quad Sort of element at the end of the critical path & primary output \\
\quad Worst path cell trace & clkdlybuf4s50\_1 \\
\quad Cell type of the slowest stage on the worst timing path & clkdlybuf4s50\_1 \\
\quad Critical R2R Launch & \_T\_54\_0 \\
\multicolumn{2}{l}{\textbf{Detailed routing}} \\
\quad DR pass1 iterations & 4 \\
\quad Number of antenna cells inserted & 0 \\
\quad Via count normalized by instance count & 4.48 \\
\quad Total via count after detailed routing & 3004 \\
\quad Wire length per cell after detailed routing & 14.5 µm \\
\quad DRT Wirelength & 9760 µm \\
\quad Antenna Nets Post-Route & 0 \\
\quad Residual DRC & 0 \\
\quad Starting DRT DRC Count & 72 \\
\multicolumn{2}{l}{\textbf{Placed design}} \\
\quad Routability congestion estimate & 0.771 \\
\quad Detailed-placement wirelength estimate & 6520 µm \\
\quad Port Buffers & 200 \\
\multicolumn{2}{l}{\textbf{STA}} \\
\quad Maximum clock rate & 453 MHz \\
\quad Hold violation count in the final report & 0 \\
\quad Final-report max-slew violation count & 0 \\
\quad Worst-case headroom to the max-slew limit & 49.9\% \\
\quad Setup repair after global routing missed its margin & no \\
\quad Final critical-path required period & 2210 ps \\
\quad Post-route fraction of the period consumed by the critical path & 51.3\% \\
\quad Least-Margin Pin Slew & 751 ps \\
\quad Total Negative Setup Slacks & 0 ps \\
\quad Setup skew after layout & 3.57 ps \\
\quad Count of final setup violators & 0 \\
\multicolumn{2}{l}{\textbf{Clock tree}} \\
\quad TritonCTS Buffers & 17 \\
\quad Skew-Pair Late Insertion Delay & 520 ps \\
\quad Buffers inserted during post-CTS setup optimization & 0 \\
\quad \# clock sinks & 200 \\
\quad Count of cells resized by post-cts repair & 0 \\
\quad Hold-fix buffer count after cts & 0 \\
\quad CTS H-tree depth & 4 \\
\quad Post-CTS clock slew at the launch and capture registers of the worst setup and hold paths & 60 ps \\
\quad Root Driver & clkbuf\_8 \\
\quad Clock tree from TritonCTS & yes \\
\quad Maximum clock path buffer count & 2 \\
\multicolumn{2}{l}{\textbf{Status}} \\
\quad Status & complete, no violations \\
\multicolumn{2}{l}{\textbf{Layout}} \\
\quad Layout Area Growth over Synthesis & 50.0\% \\
\quad Core utilization of the finished layout & 76.9\% \\
\quad Layout cells sized above 1 & 22.8\% \\
\quad Highest-count cells in the layout ignoring fill and taps & 200 x dfxtp\_1, 200 x clkdlybuf4s50\_1, 78 x mux2\_2 \\
\multicolumn{2}{l}{\textbf{Power and ir drop}} \\
\quad Worst-case vdd ir drop & 305 µV \\
\quad Power Total & 3.75 mW \\
\quad Pwr/cell area & 475 nW/µm² \\
\quad Leakage Power & 3.24 nW \\
\multicolumn{2}{l}{\textbf{Flow run}} \\
\quad Number of warnings in the stage logs & 27 \\
\quad Number of max-cap violations & 0 \\
\multicolumn{2}{l}{\textbf{Worst hold path}} \\
\quad Start point of the worst min-delay path & \_T\_92\_0 \\
\quad Worst hold path type & flop to flop \\
\hline
\end{tabular}
-- cell usage after synthesis --
master and instances:
buf_2 6, xnor2_1 1, mux2_4 18, o21ai_0 1, buf_4 1, nand2b_1 1
a21oi_1 1, buf_6 3, nand2_1 3, dfxtp_1 200, clkbuf_1 1, mux2_2 78
inv_1 1
-- worst paths after layout --
path / end / slack (ps) / cells after the start
worst min register to register: _T_111_0 / 410 / 0
worst max-delay path: io_outData_0[40] / 2090 / 1
worst max register to register: _T_130_0[6] / 2300 / 3
worst min-delay path: _T_111_0 / 410 / 0
-- layer usage --
metal	GRT usage, %	wire length (µm)
met4	3.12	150
met2	30.5	4620
met5	0	0
met3	8.83	959
met1	26.0	4030
-- per-stage QoR --
| step | instance area [µm²] | hold WS [ps] | std cells | setup slack [ps] |
|---|---|---|---|---|
| detailed placement | 7380 | 407 | 642 | 2290 |
| CTS | 7900 | 417 | 671 | 2040 |
| global route | 7900 | 433 | 671 | 2030 |
| finish | 7900 | 412 | 671 | 2090 |
| global placement | 7380 | 404 | 642 | 2270 |
| floorplan | 5270 | 422 | 315 | 3090 |
-- cell families (layout without fill, tap and decap cells) --
logic type	Yosys count	after routing
AND-OR/OR-AND	2	2
XOR/XNOR	1	1
buffers and inverters	12	232
flip-flops	200	200
multiplexers	96	96
AND/OR/NAND/NOR	4	4
-- where the power goes --
| group | internal (mW) | switching [mW] | leakage [nW] |
|---|---|---|---|
| Sequential | 1.98 | 0.0422 | 1.69 |
| Combinational | 0.267 | 0.0611 | 1.29 |
| Clock | 0.815 | 0.587 | 0.253 |
-- sequential cells by signal, indices dropped and copies added, names as in the netlist --
name      count
_T_130_0     48
_T_73_0      48
_T_149_1      1
_T_54_1       1
_T_92_0       1
_T_130_1     48
_T_54_0       1
_T_92_1       1
_T_111_1      1
_T_111_0      1
_T_73_1      48
_T_149_0      1
-- cell type report --
type	instances	area, µm²
tap	136	170
clock buffer	24	440
multi-input combinational	103	1190
timing repair buffer	202	2020
sequential	200	4000
clock inverter	5	75.1
inverter	1	3.75
fill	664	2380
-- worst register-to-register path: stages (launching register included) --
cell and delay (ps):
dfxtp_1 360, nand2b_2 630, buf_4 500, mux2_2 390
Power figures rest on the tool's default switching activity, not on a simulated workload.
